$ cat design/flow/design.v
module Alu(alu_a_in,alu_b_in,alu_oper_in,
alu_result_out,alu_zero_out,alu_overflow_out);
input [31:0] alu_a_in,alu_b_in;
input [2:0]alu_oper_in;
output reg[31:0]alu_result_out;
output alu_zero_out;
output reg alu_overflow_out;
wire [31:0]res_and,res_or,res_add,res_sub,res_nor,res_slt,res_xor,res_srl;
wire [31:0]a,b;
assign a=alu_a_in;
assign b=alu_b_in;
assign res_and=a&b;
assign res_or=a|b;
assign res_add=a+b;
assign res_sub=a-b;
assign res_nor=~(a|b);
assign res_slt=(a<b)?32'h00000001:32'h00000000;
assign res_xor=a^b;
assign res_srl=b>>1;
always @* 
begin
   alu_overflow_out=0;
   case(alu_oper_in)
	  3'b000:alu_result_out=res_and;
	  3'b001:alu_result_out=res_or;
	  3'b010:alu_result_out=res_add;    
	  3'b110:alu_result_out=res_sub;  
	  3'b100:alu_result_out=res_nor;
	  3'b111:alu_result_out=res_slt;
	  3'b011:alu_result_out=res_xor;
	  3'b101:alu_result_out=res_srl;
	  default:alu_result_out=res_add;
	endcase
	if(alu_oper_in==3'b010)
	  if((a[31]==0&&b[31]==0)||(a[31]==1&&b[31]==1))
			if(alu_result_out[31]==1)alu_overflow_out=1;
			else alu_overflow_out=0;
	if(alu_oper_in==3'b110)
   begin	
     if(a[31]==1&&b[31]==0)
			if(alu_result_out[31]==0)alu_overflow_out=1;
		   else alu_overflow_out=0; 
     if(a[31]==0&&b[31]==1)
			if(alu_result_out[31]==1)alu_overflow_out=1;
		   else alu_overflow_out=0;			     
	end
end	 
	assign alu_zero_out=(alu_result_out==0)? 1:0;
endmodule
module Alucontrol(op,func,ALUoper);
input wire [1:0] op;
input wire [5:0] func;
output wire [2:0] ALUoper;
assign ALUoper[2]=op[0]+op[1]&((~func[3]&~func[2]&func[1]&~func[0])
+(func[3]&~func[2]&func[1]&~func[0])+(~func[3]&func[2]&func[1]&func[0]));
assign ALUoper[1]=~((op[1]&~func[3]&func[2]&~func[1]&~func[0])
+(op[1]&~func[3]&func[2]&~func[1]&func[0])+(op[1]&~func[3]&func[2]&func[1]&func[0]));
assign ALUoper[0]=(op[1]&~func[3]&func[2]&~func[1]&func[0])
+(op[1]&func[3]&~func[2]&func[1]&~func[0]);
endmodule
module Control(
clk,reset,
op,
pc_res,pc_w,pc_wc,pc_src,
mem_r,mem_w,ireg_w,regdst,reg_w,memtoreg,
alu_srca,alu_srcb,alu_op,state
    );
input clk;
input reset;
input [5:0]op;	 
output reg pc_res,pc_w,pc_wc;
output reg [1:0]pc_src;
output reg mem_r,mem_w,ireg_w,regdst,reg_w,memtoreg;
output reg alu_srca;
output reg [1:0]alu_srcb,alu_op;
output reg [3:0]state;
parameter IF=4'b0000,ID=4'b0001,
EX_I=4'b0010,
MEM_R=4'b0011,MEMtoREG=4'b0100,
MEM_W=4'b0101,
EX_R=4'b0110,
ALUtoREG=4'b0111,
EX_B=4'b1000,EX_J=4'b1001;
always @(negedge clk or posedge reset)
if (reset==1)
begin
	state=IF;
	reg_w=1'b0;
	mem_r=1'b0;
	mem_w=1'b0;
	ireg_w=1'b0;
	pc_w=1'b0;
	pc_wc=1'b0;
end
else
begin
	case(state)
	IF:
	begin
	   pc_res=1'b0;
		mem_r=1'b1;
		ireg_w=1'b1;
		alu_srca=1'b0;
		alu_srcb=2'b01;
		alu_op=2'b00;
		pc_src=2'b00;
		pc_w=1'b1;
		state=ID;
		reg_w=1'b0;
		mem_w=1'b0;
		pc_wc=1'b0;
	end
	ID:
	begin
	  case(op[5:0])
			6'b000000:
			state=EX_R;
			6'b100011:
			state=EX_I;
			6'b101011:
			state=EX_I;
			6'b000010:
			state=EX_J;
			6'b000100:
			state=EX_B;
			default:state=EX_R;
		endcase
	   alu_srca=1'b0;
		alu_srcb=2'b11;
		alu_op=2'b00;
		reg_w=1'b0;
		mem_r=1'b0;
		mem_w=1'b0;
		ireg_w=1'b0;
		pc_w=1'b0;
		pc_wc=1'b0;
	end
	EX_I:
	begin
		alu_srca=1'b1;
		alu_srcb=2'b10;
		alu_op=2'b00;
		if(op[5:0]==6'b100011)
		state=MEM_R;
		else
		state=MEM_W;
	end
	MEM_R:
	begin
		pc_res=1'b1;
		mem_r=1'b1;
		state=MEMtoREG;
	end
	MEMtoREG:
	begin
	   memtoreg=1'b1;
		regdst=1'b0;
		reg_w=1'b1;
		state=IF;
		mem_r=1'b0;
		mem_w=1'b0;
		ireg_w=1'b0;
		pc_w=1'b0;
		pc_wc=1'b0;
	end
	MEM_W:
	begin
	   pc_res=1'b1;
		mem_w=1'b1;
		state=IF;
	end
	EX_R:
	begin
	   alu_srca=1'b1;
		alu_srcb=2'b00;
		alu_op=2'b10;
	   state=ALUtoREG;
	end
	ALUtoREG:
	begin
	   memtoreg=1'b0;
		regdst=1'b1;
		reg_w=1'b1;
		state=IF;
	end
	EX_B:
	begin
	   alu_srca=1'b1;
		alu_srcb=2'b00;
		alu_op=2'b01;
		pc_wc=1'b1;
		state=IF;
	end
	EX_J:
	begin
	   pc_src=2'b10;
		pc_w=1'b1;
	   state=IF;
	end
	endcase
end
endmodule
module Cpu(
clk,reset,         
pc_out,            
cpu_data_in,               
cpu_data_out,
op,                                 
mem_w,                              
ireg_w,                         
disp_num_addr,
disp_num,
state                              
);
input clk,reset;
output reg[31:0] pc_out;
input [31:0] cpu_data_in;
output [31:0] cpu_data_out;
output [5:0]op;
output mem_w;wire mem_r;
output ireg_w;
output [3:0]state;
reg [31:0]ireg;
assign op=ireg[31:26];
input [4:0] disp_num_addr;
output [31:0] disp_num;
reg [31:0] memdatareg;   
wire [4:0]  reg_addr_w_in,reg_addr_rs_in, reg_addr_rt_in, reg_addr_rd_in;
wire [31:0] reg_data_w_in,reg_data_rs_out,reg_data_rt_out;
reg [31:0] alu_out; 
reg [31:0] alu_a_in,alu_b_in;
wire [31:0] alu_result_out; 
wire [2:0]alu_oper_in;
wire alu_zero_out,alu_overflow_out ; 
wire [31:0] pc_4;
reg [31:0] pc;
assign cpu_data_out=reg_data_rt_out;  
wire reg_w,ireg_w,memtoreg,regdst;
wire pc_w,pc_wc,pc_res;
wire [1:0]pc_src;
wire alu_srca;
wire [1:0]alu_srcb,alu_op;
wire [3:0]state;
Control control(
clk,reset,op,
pc_res,pc_w,pc_wc,pc_src,
mem_r,mem_w,ireg_w,regdst,reg_w,memtoreg,
alu_srca,alu_srcb,alu_op,state);
initial begin pc_out=32'h00000000; end
always @(posedge clk or posedge reset)
begin
   if(reset==1)
	begin
		pc=32'h00000000;
	end
   else 
	begin
		if(pc_w||(alu_zero_out&pc_wc))
		begin
			case(pc_src)
			2'b00:pc=alu_result_out;
			2'b01:pc=alu_out;
			2'b10:pc={pc[31:28],ireg[25:0],2'b00};
			endcase
		end
	end
end
always @*
begin
	if(pc_res==0)
	pc_out=pc;
	if(pc_res==1)
	pc_out=alu_out;
end
Alucontrol alucontrol(
.op(alu_op),
.func(ireg[5:0]),
.ALUoper(alu_oper_in)
);
always @*
begin
   case(alu_srcb)
	2'b00:begin alu_b_in=reg_data_rt_out ;end
	2'b01:begin alu_b_in=32'b00000100 ;end
	2'b10:begin alu_b_in={{16{ireg[15]}},ireg[15:0]};end
	2'b11:alu_b_in={{14{ireg[15]}},ireg[15:0],2'b00};
	endcase
	if(alu_srca==0)
	begin
	alu_a_in=pc;
	end
	else
	begin
	alu_a_in=reg_data_rs_out;
	end
end
Alu alu(
.alu_a_in(alu_a_in),
.alu_b_in(alu_b_in),
.alu_oper_in(alu_oper_in),
.alu_result_out(alu_result_out),
.alu_zero_out(alu_zero_out),
.alu_overflow_out(alu_overflow_out)
);
always @(posedge clk or posedge reset)
begin
if(reset==1)
begin
	memdatareg=32'b00000000;
	ireg=32'b00000000;
end
else
begin
	if(ireg_w==1)
	begin
   ireg=cpu_data_in;
	end
	memdatareg=cpu_data_in;
	alu_out=alu_result_out;
end
end
assign reg_addr_rs_in=ireg[25:21];  
assign reg_addr_rt_in=ireg[20:16];  
assign reg_addr_rd_in=ireg[15:11];  
assign reg_addr_w_in=(regdst)? reg_addr_rd_in:reg_addr_rt_in;
assign reg_data_w_in=(memtoreg)? memdatareg : alu_out ;
RegisterFile reg_files(
.clk(clk),
.reset(reset),
.reg_addr_rs_in(reg_addr_rs_in),
.reg_addr_rt_in(reg_addr_rt_in),
.reg_addr_w_in(reg_addr_w_in),
.reg_data_w_in(reg_data_w_in),
.reg_w_in(reg_w),
.reg_data_rs_out(reg_data_rs_out),
.reg_data_rt_out(reg_data_rt_out),
.disp_num_addr(disp_num_addr),
.disp_num(disp_num)
);
endmodule
module RegisterFile(clk,reset,
reg_addr_rs_in,reg_addr_rt_in,
reg_w_in,reg_data_w_in,reg_addr_w_in,
reg_data_rs_out,reg_data_rt_out,
disp_num_addr,disp_num
    );
input clk,reset; 
input [4:0]reg_addr_rs_in,reg_addr_rt_in; 
input reg_w_in;            
input [4:0]reg_addr_w_in;
input [31:0]reg_data_w_in;    
output [31:0]reg_data_rs_out,reg_data_rt_out;  
input [4:0] disp_num_addr;
output [31:0] disp_num;
reg[31:0]register[1:15];  
integer i ;
assign reg_data_rs_out=(reg_addr_rs_in==0)?0:register[reg_addr_rs_in];
assign reg_data_rt_out=(reg_addr_rt_in==0)?0:register[reg_addr_rt_in];
assign disp_num=(disp_num_addr==0)?0:register[disp_num_addr];
always @(posedge clk or posedge reset)
begin
	 if(reset==1)
		 begin
			for (i=1;i<16;i=i+1)
			register[i]<=0;
		 end 
	 else 
		 begin 
			 if((reg_addr_w_in!=0)&&(reg_w_in==1))
			  register[reg_addr_w_in]<=reg_data_w_in;
		 end		 
end
endmodule
$ cat design/flow/run.sh
#!/bin/bash
# OpenROAD 26Q1-2900-gdf79404cd8, Yosys 0.63+post, stock flow scripts
make -C /OpenROAD-flow-scripts/flow DESIGN_CONFIG=/design/flow/config.mk WORK_HOME=/design/flow/orfs finish
$ cat design/flow/config.mk
export PLATFORM = sky130hd
export DESIGN_NAME = Cpu
export DESIGN_NICKNAME = Cpu
export VERILOG_FILES = /design/flow/design.v
export SDC_FILE = /design/flow/constraint.sdc
export NUM_CORES = 4
export LEC_CHECK = 1
export CORE_UTILIZATION = 50
$ cat design/flow/constraint.sdc
current_design Cpu

set clk_period 28.8
set clk_io_pct 0.2

create_clock -name clk0 -period $clk_period [get_ports {clk}]

set non_clock_inputs [all_inputs -no_clocks]
set_input_delay [expr $clk_period * $clk_io_pct] -clock clk0 $non_clock_inputs
set_output_delay [expr $clk_period * $clk_io_pct] -clock clk0 [all_outputs]
==> impl_metrics.py <==
# Metrics from the implementation run
metrics = {
    "power_and_ir_drop": {
        "clkPwrFrac_pct": 15.0,
        "vdd_drop_max_uv": 112.0,
        "intPower_mw": 3.386,
        "p_leak_nw": 19.33,
        "p_per_area_nw_per_um2": 152.3,
        "seq_power_share_pct": 25.5,
        "power_frac_comb_pct": 59.6,
        "netSwitchingFraction_pct": 52.05,
        "p_sw_mw": 3.675,
        "totalPowerFinal_mw": 7.061,
    },
    "synth": {
        "ys.flop_type": "dfrtp_1",
        "ys_seq_share_pct": 41.40,
        "edf_count": 70,
        "post-synth-top-area-cell": "dfrtp_1",
        "postSynthCellCount": 4754,
        "ys_cells": 4754,
        "synth_cell_types": 104,
        "yosys-top-cells-area": "dfrtp_1 35%, a22oi_1 8.7%, o21ai_0 6.9%",
        "yosys_warnings": 5,
        "yosysChipArea_um2": 40680,
        "async_reset_ff_share_pct": 88.64,
        "netlist_area_um2": 40680,
        "ys_ff": 660,
        "avgSynthCellArea_um2": 8.557,
        "yosys.area.top_type_share_pct": 35.43,
    },
    "die": {
        "io_pins": 147,
        "die_area_um2": 82500,
        "row_count": 104,
        "fp_util_pct": 50.50,
        "die_x_um": 287.2,
        "core_area_um2": 80550,
        "die_y_um": 287.2,
    },
    "setup_path": {
        "worstSetupEndpointType": "output port",
        "required_ns": 23.04,
        "cp.buffers_inverters": 2,
        "cpLargestDelayFamily": "buffers and inverters",
        "r2r_slack_ns": 7.72,
        "timing.rr.end": "pc[14]",
        "cpPeakStageDelay_ns": 0.49,
        "critPathSlowestCell": "clkdlybuf4s50_1",
        "r2r_start": "control.alu_srca",
        "cp-start-kind": "flop",
        "cp_max_fo": 64,
        "crit_type": "reg2out",
        "cp-startpoint": "control.pc_res",
        "cp.depth": 4,
        "cp-endpoint": "pc_out[27]",
        "r2r_cells": 16,
        "path_cells": "buf_4 > nand2_1 > o21ai_0 > clkdlybuf4s50_1",
        "cp.arrival_ns": 16.59,
    },
    "placement": {
        "place.gp.congestion": 1.060,
        "numPortBuffers": 146,
        "place_inst": 5738,
        "hpwl_mm": 125.2,
    },
    "grt": {
        "antenna_found_initial": 7,
        "grt_pass1_wl_mm": 294.5,
        "grt_max_degree": 65,
        "grt_pass1_vias": 40650,
        "grt_overflow": 0,
        "grtUsageTotal_pct": 52.71,
    },
    "final_layout": {
        "layoutNonFillerInstCount": 5896,
        "layout-drive-gt1-share_pct": 9.590,
        "syn_to_final_growth_pct": 13.99,
        "layout_top_cells": "629 x nand2_1, 574 x dfrtp_1, 561 x o21ai_0",
        "layout_top_cell": "nand2_1",
        "num-fill-cells": 7261,
    },
    "clocking": {
        "cts_root_buffer": "clkbuf_16",
        "cts_max_level": 3,
        "cts.sinks": 660,
        "cts_setup_buffers": 0,
        "clk_latency_ns": 0.68,
        "cts_resized": 0,
        "clkTransAtPathRegs_ns": 0.04,
        "postCtsHoldBufs": 0,
        "cts_made_buffers": 75,
        "cts_buffer_depth": 3,
        "cts_tree": "yes",
    },
    "sta": {
        "slew_headroom_pct": 12.07,
        "setup_tns_ns": 0,
        "hold_ws_ns": 0.4829,
        "drv_slew": 0,
        "finClkSkew_ns": 0.05257,
        "tightest_slew_ns": 1.313,
        "hold_viol": 0,
        "grt_setup_unrepaired": "no",
        "setup_viol": 0,
    },
    "detailed_routing": {
        "wl_per_cell_um": 35.42,
        "firstDrtPassIters": 9,
        "num_vias": 43080,
        "first_iter_violations": 5083,
        "drc_errors": 0,
        "totalWireLength_mm": 208.8,
        "ant_nets": 0,
        "via_per_inst": 7.306,
    },
    "outcome": {
        "outcome": "finished, final reports clean",
    },
    "worst_hold_path": {
        "hp-class": "reg2reg",
    },
    "flow_run": {
        "drv_cap": 0,
        "warnings": 110,
    },
}
sequential cells by signal, indices dropped and copies added, names as in the netlist, 2 cells and up:
register	count
control.state	4
control.alu_srcb	3
reg_files.register	512
ireg	32
memdatareg	32
control.alu_op	2
control.pc_src	2
alu_out	32
pc	32
layer usage:
metal | global-route usage [%] | wire (µm)
met3 | 30.12 | 34800
met5 | 1.453 | 300
met2 | 67.54 | 81050
met1 | 68.24 | 73390
met4 | 35.11 | 19310
cell families (layout without fill, tap and decap cells):
family,count (synthesis),in the layout,share of synthesized area [%]
compound gates,1960,1960,31.90
simple gates,1319,1319,15.05
flops,660,660,41.40
buf+inv,623,697,6.164
fa+ha+maj,107,107,3.328
mux,72,72,1.873
xor+xnor,13,13,0.2799
other cells,0,8,0
metrics by stage:
step / worst slack (ns) / cell area [µm²] / util, %
2_1_floorplan: -1.339 / 40690 / -
3_5_place_dp: 7.054 / 43630 / 54.16
6_report: 6.454 / 46370 / 57.57
5_1_grt: 6.268 / 46350 / 57.55
3_3_place_gp: 7.072 / 43630 / 54.16
4_1_cts: 6.464 / 46350 / 57.55
cells in the mapped netlist (all sizes together), types with 28 or more instances:
| cell type | number |
|---|---|
| mux2 | 33 |
| nor2 | 235 |
| a221oi | 113 |
| a22oi | 471 |
| o211ai | 53 |
| edfxtp | 70 |
| o21ai | 571 |
| mux2i | 39 |
| o21a | 33 |
| a21oi | 310 |
| ha | 105 |
| a32oi | 29 |
| clkbuf | 342 |
| a22o | 110 |
| nand2 | 641 |
| dfrtp | 576 |
| nor3 | 43 |
| and4 | 32 |
| buf | 76 |
| nand4 | 95 |
| inv | 204 |
| nand3 | 98 |
| a31oi | 41 |
| o22ai | 34 |
| a211oi | 28 |
| nor2b | 31 |
layout make-up:
type | instances | area, µm² | share of cell area (%)
multi-input combinational | 3471 | 21730 | 46.86
clock buffer | 113 | 2235 | 4.819
timing repair buffer | 342 | 2953 | 6.368
sequential | 660 | 16840 | 36.32
tap | 1060 | 1326 | 2.860
antenna | 8 | 20.02 | 0.04317
clock inverter | 38 | 495.5 | 1.068
inverter | 204 | 769.5 | 1.659
worst min-delay path by stage:
stage,startpoint,endpoint,slack [ns],cells after the start
4_1_cts,control.alu_srcb[2],control.alu_srcb[2],0.49,2
5_1_grt,control.alu_srcb[2],control.alu_srcb[2],0.51,2
6_report,control.mem_w,control.mem_w,0.48,1
power by group through the flow:
| stage | Sequential (mW) | Clock [mW] | Combinational [mW] |
|---|---|---|---|
| 4_1_cts | 1.77 | 1.06 | 4.00 |
| 5_1_grt | 1.83 | 1.10 | 4.42 |
| 6_report | 1.80 | 1.06 | 4.21 |
No activity file was given, so power comes from the tool's default toggle rates.
