--- ./run.sh ---
#!/bin/bash
# OpenROAD 26Q1-2900-gdf79404cd8, Yosys 0.63+post, stock flow scripts
make -C /OpenROAD-flow-scripts/flow DESIGN_CONFIG=/design/flow/config.mk WORK_HOME=/design/flow/orfs finish
--- ./config.mk ---
export PLATFORM = sky130hd
export DESIGN_NAME = Hex7seg
export DESIGN_NICKNAME = Hex7seg
export VERILOG_FILES = /design/flow/design.v
export SDC_FILE = /design/flow/constraint.sdc
export NUM_CORES = 4
export LEC_CHECK = 1
export CORE_AREA = 10 10 70 70
export DIE_AREA = 0 0 80 80
--- ./constraint.sdc ---
current_design Hex7seg

set clk_period 3.4
set clk_io_pct 0.2

create_clock -name clk0 -period $clk_period

set non_clock_inputs [all_inputs -no_clocks]
set_input_delay [expr $clk_period * $clk_io_pct] -clock clk0 $non_clock_inputs
set_output_delay [expr $clk_period * $clk_io_pct] -clock clk0 [all_outputs]
--- ./design.v ---
module Hex7seg(
input wire [31:0] disp_num,
input wire reset,
input wire [1:0] scanning,
output reg [7:0] digit_seg,
output reg [3:0] dig_seg_anode
    );
reg [3:0] digit;
reg [7:0] temp_seg;
wire [15:0] disp_current;
assign disp_current = disp_num[15:0];
always @(*) begin
	case (scanning)
	0: begin
	digit = disp_current[3:0];
	temp_seg = {disp_num[24], disp_num[0], disp_num[4],
	disp_num[16],disp_num[25], disp_num[17], disp_num[5],
	disp_num[12]};
	end
	1: begin
	digit = disp_current[7:4];
	temp_seg = {disp_num[26], disp_num[1], disp_num[6],
	disp_num[18],disp_num[27], disp_num[19], disp_num[7],
	disp_num[13]};
	end
	2: begin
	digit = disp_current[11:8];
	temp_seg = {disp_num[28], disp_num[2], disp_num[8],
	disp_num[20],disp_num[29], disp_num[21], disp_num[9],
	disp_num[14]};
	end
	3: begin
	digit = disp_current[15:12];
	temp_seg = {disp_num[30], disp_num[3], disp_num[10],
	disp_num[22],disp_num[31], disp_num[23], disp_num[11],
	disp_num[15]};
	end
	endcase
end
always @(*) 
begin
	case(scanning)
	0: dig_seg_anode =4'b1110;
	1: dig_seg_anode =4'b1101;
	2: dig_seg_anode =4'b1011;
	3: dig_seg_anode =4'b0111;
	endcase
end
always @(*) 
begin
	case (digit)
	4'h0: digit_seg = 8'b11000000;
	4'h1: digit_seg = 8'b11111001;
	4'h2: digit_seg = 8'b10100100;
	4'h3: digit_seg = 8'b10110000;
	4'h4: digit_seg = 8'b10011001;
	4'h5: digit_seg = 8'b10010010;
	4'h6: digit_seg = 8'b10000010;
	4'h7: digit_seg = 8'b11111000;
	4'h8: digit_seg = 8'b10000000;
	4'h9: digit_seg = 8'b10010000;
	4'hA: digit_seg = 8'b10001000;
	4'hB: digit_seg = 8'b10000011;
	4'hC: digit_seg = 8'b11000110;
	4'hD: digit_seg = 8'b10100001;
	4'hE: digit_seg = 8'b10000110;
	4'hF: digit_seg = 8'b10001110;
	endcase
end
endmodule
==> GITHUB_STEP_SUMMARY <==
### Metrics collected by this job

| Metric | Value |
|---|---|
| Overall power | `0.000138 W` |
| First-pass GRT wire length | `2210 µm` |
| Switching share of power | `34.7%` |
| Yosys top cell by instances | `inv_1` |
| GRT Util Overall | `4.05%` |
| Yosys top cell by area | `ha_1` |
| Residual DRC | `0` |
| Overall routed net length | `1400 µm` |
| Required time of the critical path | `2.72 ns` |
| Initial antenna violation count | `0` |
| DR vias | `451` |
| Largest net degree at the start of global routing | `8` |
| ANT nets after route | `0` |
| Initial DRC count | `8` |
| Mux frac, synth | `40.0%` |
| Gpl congestion | `0.756` |
| Mapped Cells | `42` |
| Clk pwr share | `0%` |
| Die W | `80 µm` |
| Switch Pwr | `0.0000477 W` |
| Internal power | `0.0000899 W` |
| Pleak | `0.395 nW` |
| Final core utilization | `24.5%` |
| CP endpoint kind | `output pin` |
| Setup WS pre-CTS | `-0.332 ns` |
| Detailed placement HPWL | `1240 µm` |
| Number of I/O pins | `47` |
| Post-synth area hogs | `ha_1 (19%), mux4_2 (17%), mux4_1 (13%), mux2i_1 (10%), inv_1 (6.6%)` |
| Pwr dens | `164 nW/µm²` |
| Mapped cell area | `400 µm²` |
| Chip Area, Yosys | `400 µm²` |
| Max incr delay on CP | `0.55 ns` |
| Post-route cell area | `838 µm²` |
| Seq/Total Area, Yosys | `0%` |
| Hold Crit Class | `input pin to output pin` |
| Worst IR Drop VDD | `0.0463 mV` |
| Crit path kind | `input pin to output pin` |
| Post-DR wirelength/cell | `11.0 µm` |
| Flop Count | `0` |
| DRT Pass-1 Iters | `2` |
| Layout cell share with drive strength beyond 1 | `33.3%` |
| Cell row count | `21` |
| # port buffers | `29` |
| FA/HA/MAJ Cells, Area Fraction | `18.8%` |
| Setup crit start kind | `input pin` |
| Chip Height | `80 µm` |
| Layout area overhead | `109%` |
| Worst setup margin | `0.0848 ns` |
| Worst path slowest cell | `mux4_2` |
| Post-DP Area | `812 µm²` |
| Largest type area fraction | `18.8%` |
| Fin crit share | `97.5%` |
| Max cap viols | `0` |
| GRT overflow | `0` |
| Mapped Avg Cell Area | `9.53 µm²` |
| Log Warnings | `54` |
| Slew Limit Fails | `0` |
| Antenna cells | `0` |
| Sequential share of power | `0%` |
| Worst hold margin | `2.12 ns` |
| Synth logic family | `multiplexers` |
| Critical-path cell list | `clkdlybuf4s50_1 -> mux4_2 -> inv_2 -> buf_4 -> ha_2 -> inv_1 -> nand3_1 -> o21ai_2 -> clkdlybuf4s50_1` |
| Routed vias/inst | `3.55` |
| Yosys simple share | `12.5%` |
| CP most frequent cell | `clkdlybuf4s50_1` |
| Clk_buf instances | `0` |
| Status | `finished, final reports clean` |
| Top cells by count | `inv_1 (7), ha_1 (6), mux2i_1 (4)` |
| Core Area | `3420 µm²` |
| Setup violators final | `0` |
| Register cell area after layout | `0 µm²` |
| Max FO, Critical Path | `5` |
| Worst Path Arrival | `2.64 ns` |
| FP Util | `11.7%` |
| Distinct lib cells used | `20` |
| Comb pwr share | `100.0%` |
| Max frequency | `0.302 GHz` |
| Cell total in the yosys stat output | `42` |
| Yosys warnings | `1` |
| Vias in the first global route | `518` |
| Minimum clock period after layout | `3.32 ns` |
| Final Hold Fails | `0` |
| Post-synthesis compound-gate area fraction | `10.6%` |
| Die ar. | `6400 µm²` |
| XOR Share, Synth | `2.19%` |
==> path summary, 6_finish.rpt <==
| path | from | end | slack [ns] | depth (start not counted) |
|---|---|---|---|---|
| worst max-delay path | disp_num[13] | digit_seg[2] | 0.08 | 9 |
| worst min-delay path | scanning[0] | dig_seg_anode[3] | 2.12 | 3 |
==> cells by family after synthesis <==
| group | after synthesis |
|---|---|
| buf+inv | 11 |
| mux | 9 |
| simple gates | 8 |
| compound gates | 6 |
| fa+ha+maj | 6 |
| xor+xnor | 1 |
| other cells | 1 |
==> through the flow <==
stage	std cells	setup TNS, ns
after floorplan	42	0
after global placement	126	-1.72
after detailed placement	126	-1.79
after CTS	127	0
after global routing	127	-0.00893
final	127	0
==> area by class of cell <==
type	instances	area [µm²]
fill	375	2580
timing repair buffer	43	400
multi-input combinational	31	354
tap	46	57.6
inverter	7	26.3
==> power groups by stage <==
stage | combinational [W] | sequential [W] | clock, W
global route | 0.000151 | 0 | 0
CTS | 0.000137 | 0 | 0
finish | 0.000138 | 0 | 0
==> routing by layer <==
| metal | global-route usage [%] | vias to the layer above | wire [µm] |
|---|---|---|---|
| li1 | - | 228 | - |
| met3 | 0.909 | 0 | 74 |
| met1 | 4.24 | 208 | 535 |
| met4 | 0 | 0 | 0 |
| met2 | 8.27 | 15 | 789 |
| met5 | 0 | - | 0 |
==> cell usage in the layout, fill, tap and decap left out, drive strengths merged <==
| cell | netlist | final |
|---|---|---|
| a32o | 1 | 1 |
| buf | 3 | 14 |
| clkdlybuf4s50 | 0 | 21 |
| conb | 1 | 1 |
| dlygate4sd2 | 0 | 5 |
| dlymetal6s2s | 0 | 3 |
| ha | 6 | 6 |
| inv | 7 | 7 |
| mux2i | 4 | 4 |
| mux4 | 5 | 5 |
| nand2 | 1 | 1 |
| nand2b | 3 | 3 |
| nand3 | 1 | 1 |
| nand3b | 1 | 1 |
| o21ai | 1 | 1 |
| o221ai | 1 | 1 |
| o22ai | 3 | 3 |
| or2 | 2 | 2 |
| xor2 | 1 | 1 |
==> critical path: cells and delay by family <==
family | cells | cell delay (ns)
simple gates | 1 | 0.09
mux | 1 | 0.55
buf+inv | 5 | 1.06
fa+ha+maj | 1 | 0.20
compound gates | 1 | 0.06
==> what timing repair did <==
item                                    CTS  global route
pin swaps                                 2             1
gates resized                            10             8
endpoints found under the setup margin    7             5
cloned                                    0             0
setup buffers                             1             0
hold buffers                              0             0
Power and IR drop assume default switching activity.
