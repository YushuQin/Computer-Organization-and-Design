==> flow/design.v <==
module Clk(
input wire clk1,
input wire clk,
input wire reset,
output reg [31:0]clk_div1,
output reg [31:0]clk_div
);
always @ (posedge clk1 or posedge reset) 
begin
	if (reset) 
		begin
		clk_div1 <= 0;
		end 
	else 
		begin
		clk_div1 <= clk_div1 + 1'b1;
		end
end
always @ (posedge clk or posedge reset) 
begin
	if (reset) 
		begin
		clk_div <= 0;
		end 
	else 
		begin
		clk_div <= clk_div + 1'b1;
		end
end
endmodule
==> flow/run.sh <==
#!/bin/bash
# OpenROAD 26Q1-2900-gdf79404cd8, Yosys 0.63+post, stock flow scripts
make -C /OpenROAD-flow-scripts/flow DESIGN_CONFIG=/design/flow/config.mk WORK_HOME=/design/flow/orfs finish
==> flow/config.mk <==
export PLATFORM = sky130hd
export DESIGN_NAME = Clk
export DESIGN_NICKNAME = Clk
export VERILOG_FILES = /design/flow/design.v
export SDC_FILE = /design/flow/constraint.sdc
export NUM_CORES = 4
export LEC_CHECK = 1
export CORE_UTILIZATION = 30
==> flow/constraint.sdc <==
current_design Clk

set clk_period 5.8
set clk_io_pct 0.2

create_clock -name clk0 -period $clk_period [get_ports {clk}]
create_clock -name clk1 -period $clk_period [get_ports {clk1}]

set non_clock_inputs [all_inputs -no_clocks]
set_input_delay [expr $clk_period * $clk_io_pct] -clock clk0 $non_clock_inputs
set_output_delay [expr $clk_period * $clk_io_pct] -clock clk0 [all_outputs]
==> impl_metrics.tcl <==
# yosys + openroad results
set metrics [dict create \
    crit_fanout 7 \
    grt_max_degree 37 \
    drv_slew 0 \
    initialDrtViolationCount 45 \
    core_area_sq_mm 0.00920 \
    rows 35 \
    final_hold_viol_count 0 \
    mux_area_share_pct 0 \
    antennaDiodeCount 0 \
    tns_ps 0 \
    route.detailed.drc 0 \
    overflow 0 \
    worst_ep_arrival_time_ps 1300 \
    largest_area_cell "dfrtp_1" \
    placedCellCount 413 \
    tool_warnings 26 \
    synthCells 239 \
    ff_type "dfrtp_1" \
    fin_ws_ps 3340 \
    wl_met2_um 2370 \
    ys_warn_count 1 \
    status "completed" \
    place_ws_ps 3250 \
    via_per_inst 4.76 \
    p_sw_share_pct 19.7 \
    mi_logic_area_sq_mm 0.00119 \
    setup_viol 0 \
    crit_type "flop to output port" \
    die_y_um 99.2 \
    grt_pass1_wl_um 9610 \
    fp-utilization_pct 30.8 \
    die_area_sq_mm 0.00983 \
    syn2layout_area_growth_pct 35.5 \
    dp_hpwl_um 3990 \
    ys_async_sr_fraction_pct 100 \
    tightest_slew_ps 752 \
    top_cells_by_count "dfrtp_1, xnor2_1, nand3_1" \
    clockPowerShare_pct 47.8 \
    relSlewSlack_pct 49.7 \
    final_area_sq_mm 0.00384 \
    top_cells_by_area "dfrtp_1, xnor2_1, nand4_1" \
    ys.flops 64 \
    logic_family "simple AND/OR/NAND/NOR gates" \
    p_leak_nw 1.67 \
    detail_route.wl_per_cell_um 13.2 \
    cp.buffers_inverters 1 \
    synthDistinctLibCells 26 \
    cpPeakStageDelay_ps 520 \
    highest_layer "met4" \
    cp_top_family "buffers and inverters" \
    cts_resized 0 \
    top_cell "dfrtp_1" \
    cts_hold_repair.buffers 0 \
    cp_cell_sequence "clkdlybuf4s50_1" \
    io_pins 67 \
    edf_count 0 \
    ys_cells 239 \
    hold_slack_ps 469 \
    switching_power_uw 172 \
    crit_slowest_cell "clkdlybuf4s50_1" \
    power.density_mw_per_mm2 228 \
    grt_usage_pct 12.4 \
    final_cells 429 \
    start_kind "flop" \
    ys_seq_share_pct 56.5 \
    vias 2041 \
    place_congestion 0.802 \
    portBuffers 65 \
    cts_tree "yes" \
    syn_area_per_cell_sq_um 11.9 \
    seqPwrFrac_pct 51.1 \
    rsz0062_at_grt "no" \
    yosys.area.top_type_share_pct 56.5 \
    fin_util_pct 41.7 \
    wirelength_um 5660 \
    seq_area_sq_mm 0.00160 \
    yosys.area_share.aoi_pct 0 \
    worstPathRequired_ps 4640 \
    fp.dieW_um 99.2 \
    met3_length_um 445 \
    ys_sh_adder_pct 0.883 \
    synth-xor-area-share_pct 18.6 \
    clk_pin_slew_ps 70 \
    fill_cells 878 \
    antenna_found_initial 0 \
    hold_path.class "flop to flop" \
    p_int_uw 702 \
    wl_met1_um 2740 \
    ys_area_sq_mm 0.00283 \
    drive_above_1_share_pct 7.86 \
    combPwrFrac_pct 1.1 \
    post_cts_buffers 0 \
    finClkSkew_ps 6.01 \
    post_dp_cell_area_sq_mm 0.00362 \
    netlist_area_sq_mm 0.00283 \
    irDropWorstVdd_mv 0.167 \
    ys_sh_simple_pct 22.7 \
    end_kind "output port" \
    clock_sink_count 64 \
    power_uw 874 \
    drv_cap 0 \
    grt_pass1_vias 1941 \
    final_antenna_net_count 0 \
    dr.pass1.iters 4 \
]
==> state kept, by name (all words and copies together) (netlist names) <==
name      flops
clk_div1     32
clk_div      32
==> layer usage <==
layer  vias to the layer above  global-route usage (%)
met5                         -                       0
met4                         0                    1.92
met3                        13                    4.22
met2                        70                    18.2
met1                       970                    18.8
li1                        988                       -
==> power groups by stage <==
stage     registers, mW  clock network, mW  logic, mW
4_1_cts           0.446              0.428     0.0106
5_1_grt           0.446              0.449     0.0118
6_report          0.446              0.418    0.00950
==> layout by cell type, fill, tap and decap left out, types with 2 or more instances in the layout <==
cell type         n
and2_1            5
and3_1            7
and4_1            6
buf_4             2
bufinv_16         2
clkbuf_8         10
clkdlybuf4s50_1  65
clkinv_2          2
dfrtp_1          64
ha_1              2
inv_1             4
nand2_1          16
nand3_1          25
nand4_1          23
nor2_1            7
nor3_1            3
nor4_4            3
xnor2_1          50
xor2_1           10
==> worst register-to-register path, delay by kind of cell, from the launching register on <==
| kind | cells | cell delay [ps] |
|---|---|---|
| DFF | 1 | 420 |
| and+or+nand+nor | 3 | 990 |
| xor gates and xnor gates | 1 | 170 |
| adders and majority gates | 1 | 210 |
==> cells by family (layout without fill, tap and decap cells) <==
| logic type | Yosys count | count (layout) |
|---|---|---|
| and+or+nand+nor | 104 | 104 |
| DFF | 64 | 64 |
| xor gates and xnor gates | 60 | 60 |
| buffers and inverters | 9 | 88 |
| adders and majority gates | 2 | 2 |
==> cell type report <==
type,instances,area share (%)
repair buffers,67,17.3
clock inverters,5,2.02
well taps,111,3.62
clock buffers,11,3.68
multi-input cells,166,31.1
inverters,5,0.489
flip-flops and latches,64,41.7
==> final timing paths <==
kind | start | to | slack [ps] | cells past startpoint
min | clk_div1[31] | clk_div1[31] | 470 | 1
min in group asynchronous | reset | clk_div1[0] | 1270 | 2
max in group asynchronous | reset | clk_div1[23] | 3650 | 3
min reg2reg | clk_div1[31] | clk_div1[31] | 470 | 1
max | clk_div[8] | clk_div[8] | 3340 | 1
max reg2reg | clk_div1[0] | clk_div1[24] | 3890 | 5
min in group clk0 | clk_div[31] | clk_div[31] | 480 | 1
max in group clk1 | clk_div1[0] | clk_div1[24] | 3890 | 5
Power is estimated from default activity; no workload was simulated.
